`/design/flow/config.mk`:
```
export PLATFORM = sky130hd
export DESIGN_NAME = fg_ip_packet_gen
export DESIGN_NICKNAME = fg_ip_packet_gen
export VERILOG_FILES = /design/flow/design.v
export SDC_FILE = /design/flow/constraint.sdc
export NUM_CORES = 4
export LEC_CHECK = 1
export CORE_UTILIZATION = 50
export SYNTH_MEMORY_MAX_BITS = 65536
```
`/design/flow/constraint.sdc`:
```
current_design fg_ip_packet_gen

set clk_period 550.6
set clk_io_pct 0.2

create_clock -name clk0 -period $clk_period [get_ports {clk}]

set non_clock_inputs [all_inputs -no_clocks]
set_input_delay [expr $clk_period * $clk_io_pct] -clock clk0 $non_clock_inputs
set_output_delay [expr $clk_period * $clk_io_pct] -clock clk0 [all_outputs]
```
`/design/flow/design.v`:
```
`timescale 1ns / 1ps
module fg_ip_packet_gen #(
    parameter DEST_WIDTH = 8,
    parameter DATA_WIDTH = 64,
    parameter KEEP_WIDTH = (DATA_WIDTH/8),
    parameter MAC_PREFIX = 48'hDA0000000000,
    parameter IP_PREFIX = 32'hc0a80100
)
(
    input  wire                   clk,
    input  wire                   rst,
    input  wire                   input_bd_valid,
    output wire                   input_bd_ready,
    input  wire [DEST_WIDTH-1:0]  input_bd_dest,
    input  wire [31:0]            input_bd_burst_len,
    output wire                   output_ip_hdr_valid,
    input  wire                   output_ip_hdr_ready,
    output wire [47:0]            output_ip_eth_dest_mac,
    output wire [47:0]            output_ip_eth_src_mac,
    output wire [15:0]            output_ip_eth_type,
    output wire [5:0]             output_ip_dscp,
    output wire [1:0]             output_ip_ecn,
    output wire [15:0]            output_ip_length,
    output wire [15:0]            output_ip_identification,
    output wire [2:0]             output_ip_flags,
    output wire [12:0]            output_ip_fragment_offset,
    output wire [7:0]             output_ip_ttl,
    output wire [7:0]             output_ip_protocol,
    output wire [31:0]            output_ip_source_ip,
    output wire [31:0]            output_ip_dest_ip,
    output wire [DATA_WIDTH-1:0]  output_ip_payload_tdata,
    output wire [KEEP_WIDTH-1:0]  output_ip_payload_tkeep,
    output wire                   output_ip_payload_tvalid,
    input  wire                   output_ip_payload_tready,
    output wire                   output_ip_payload_tlast,
    output wire                   output_ip_payload_tuser,
    output wire                   busy,
    input  wire [47:0]            local_mac,
    input  wire [31:0]            local_ip,
    input  wire [15:0]            frame_mtu,
    input  wire                   dest_wr_en,
    input  wire [DEST_WIDTH-1:0]  dest_index,
    input  wire [47:0]            dest_mac,
    input  wire [31:0]            dest_ip
);
reg output_ip_hdr_valid_reg = 0;
reg [15:0] output_ip_length_reg = 0;
reg [47:0] output_ip_eth_dest_mac_reg = 0;
reg [31:0] output_ip_dest_ip_reg = 0;
reg [47:0] mem_mac[2**DEST_WIDTH-1:0];
reg [31:0] mem_ip[2**DEST_WIDTH-1:0];
integer i;
initial begin
    for (i = 0; i < 2**DEST_WIDTH; i = i + 1) begin
        mem_mac[i] <= MAC_PREFIX + i;
        mem_ip[i] <= IP_PREFIX + i;
    end
end
wire pkt_hdr_valid;
wire [7:0] pkt_hdr_dest;
wire [15:0] pkt_hdr_len;
assign output_ip_hdr_valid = output_ip_hdr_valid_reg;
assign output_ip_eth_dest_mac = output_ip_eth_dest_mac_reg;
assign output_ip_eth_src_mac = local_mac;
assign output_ip_eth_type = 16'h0800;
assign output_ip_dscp = 0;
assign output_ip_ecn = 0;
assign output_ip_length = output_ip_length_reg;
assign output_ip_identification = 0;
assign output_ip_flags = 3'b010;
assign output_ip_fragment_offset = 0;
assign output_ip_ttl = 64;
assign output_ip_protocol = 8'h11;
assign output_ip_source_ip = local_ip;
assign output_ip_dest_ip = output_ip_dest_ip_reg;
fg_packet_gen #(
    .DATA_WIDTH(DATA_WIDTH),
    .KEEP_WIDTH(KEEP_WIDTH)
)
fg_packet_gen_inst (
    .clk(clk),
    .rst(rst),
    .input_bd_valid(input_bd_valid),
    .input_bd_ready(input_bd_ready),
    .input_bd_dest(input_bd_dest),
    .input_bd_burst_len(input_bd_burst_len),
    .output_hdr_valid(pkt_hdr_valid),
    .output_hdr_ready(output_ip_hdr_ready),
    .output_hdr_dest(pkt_hdr_dest),
    .output_hdr_len(pkt_hdr_len),
    .output_payload_tdata(output_ip_payload_tdata),
    .output_payload_tkeep(output_ip_payload_tkeep),
    .output_payload_tvalid(output_ip_payload_tvalid),
    .output_payload_tready(output_ip_payload_tready),
    .output_payload_tlast(output_ip_payload_tlast),
    .output_payload_tuser(output_ip_payload_tuser),
    .busy(busy),
    .payload_mtu(frame_mtu-20)
);
always @(posedge clk) begin
    if (rst) begin
        output_ip_hdr_valid_reg <= 0;
        output_ip_eth_dest_mac_reg <= 0;
        output_ip_dest_ip_reg <= 0;
    end else begin
        if (pkt_hdr_valid & ~output_ip_hdr_valid) begin
            output_ip_hdr_valid_reg <= 1;
            output_ip_length_reg <= pkt_hdr_len + 20;
            output_ip_eth_dest_mac_reg <= mem_mac[pkt_hdr_dest];
            output_ip_dest_ip_reg <= mem_ip[pkt_hdr_dest];
        end else begin
            output_ip_hdr_valid_reg <= output_ip_hdr_valid_reg & ~output_ip_hdr_ready;
        end
        if (dest_wr_en) begin
            mem_mac[dest_index] <= dest_mac;
            mem_ip[dest_index] <= dest_ip;
        end
    end
end
endmodule
`timescale 1ns / 1ps
module fg_packet_gen #(
    parameter DEST_WIDTH = 8,
    parameter DATA_WIDTH = 64,
    parameter KEEP_WIDTH = (DATA_WIDTH/8)
)
(
    input  wire                   clk,
    input  wire                   rst,
    input  wire                   input_bd_valid,
    output wire                   input_bd_ready,
    input  wire [DEST_WIDTH-1:0]  input_bd_dest,
    input  wire [31:0]            input_bd_burst_len,
    output wire                   output_hdr_valid,
    input  wire                   output_hdr_ready,
    output wire [DEST_WIDTH-1:0]  output_hdr_dest,
    output wire [15:0]            output_hdr_len,
    output wire [DATA_WIDTH-1:0]  output_payload_tdata,
    output wire [KEEP_WIDTH-1:0]  output_payload_tkeep,
    output wire                   output_payload_tvalid,
    input  wire                   output_payload_tready,
    output wire                   output_payload_tlast,
    output wire                   output_payload_tuser,
    output wire busy,
    input  wire [15:0] payload_mtu
);
localparam [1:0]
    STATE_IDLE = 2'd0,
    STATE_BURST = 2'd1,
    STATE_FRAME = 2'd2;
reg [1:0] state_reg = STATE_IDLE, state_next;
reg [31:0] burst_len_reg = 0, burst_len_next;
reg [15:0] frame_len_reg = 0, frame_len_next;
reg input_bd_ready_reg = 0, input_bd_ready_next;
reg output_hdr_valid_reg = 0, output_hdr_valid_next;
reg [DEST_WIDTH-1:0] output_hdr_dest_reg = 0, output_hdr_dest_next;
reg [15:0] output_hdr_len_reg = 0, output_hdr_len_next;
reg busy_reg = 0;
reg [DATA_WIDTH-1:0] output_payload_tdata_int;
reg [KEEP_WIDTH-1:0] output_payload_tkeep_int;
reg                  output_payload_tvalid_int;
reg                  output_payload_tready_int = 0;
reg                  output_payload_tlast_int;
reg                  output_payload_tuser_int;
wire                 output_payload_tready_int_early;
assign input_bd_ready = input_bd_ready_reg;
assign output_hdr_valid = output_hdr_valid_reg;
assign output_hdr_dest = output_hdr_dest_reg;
assign output_hdr_len = output_hdr_len_reg;
assign busy = busy_reg;
always @* begin
    state_next = 0;
    burst_len_next = burst_len_reg;
    frame_len_next = frame_len_reg;
    input_bd_ready_next = 0;
    output_hdr_valid_next = output_hdr_valid_reg & ~output_hdr_ready;
    output_hdr_dest_next = output_hdr_dest_reg;
    output_hdr_len_next = output_hdr_len_reg;
    output_payload_tdata_int = 0;
    output_payload_tkeep_int = 0;
    output_payload_tvalid_int = 0;
    output_payload_tlast_int = 0;
    output_payload_tuser_int = 0;
    case (state_reg)
        STATE_IDLE: begin
            input_bd_ready_next = 1;
            if (input_bd_ready & input_bd_valid) begin
                output_hdr_dest_next = input_bd_dest;
                burst_len_next = input_bd_burst_len;
                state_next = STATE_BURST;
            end else begin
                state_next = STATE_IDLE;
            end
        end
        STATE_BURST: begin
            if (~output_hdr_valid_reg) begin
                if (burst_len_reg > payload_mtu) begin
                    frame_len_next = payload_mtu;
                    burst_len_next = burst_len_reg - payload_mtu;
                    output_hdr_valid_next = 1;
                    output_hdr_len_next = payload_mtu;
                end else begin
                    frame_len_next = burst_len_reg;
                    burst_len_next = 0;
                    output_hdr_valid_next = 1;
                    output_hdr_len_next = burst_len_reg;
                end
                state_next = STATE_FRAME;
            end else begin
                state_next = STATE_BURST;
            end
        end
        STATE_FRAME: begin
            if (output_payload_tready_int) begin
                if (frame_len_reg > KEEP_WIDTH) begin
                    frame_len_next = frame_len_reg - KEEP_WIDTH;
                    output_payload_tkeep_int = {KEEP_WIDTH{1'b1}};
                    output_payload_tvalid_int = 1;
                    state_next = STATE_FRAME;
                end else begin
                    frame_len_next = 0;
                    output_payload_tkeep_int = {KEEP_WIDTH{1'b1}} >> (KEEP_WIDTH - frame_len_reg);
                    output_payload_tvalid_int = 1;
                    output_payload_tlast_int = 1;
                    if (burst_len_reg > 0) begin
                        state_next = STATE_BURST;
                    end else begin
                        state_next = STATE_IDLE;
                    end
                end
            end else begin
                state_next = STATE_FRAME;
            end
        end
    endcase
end
always @(posedge clk or posedge rst) begin
    if (rst) begin
        state_reg <= STATE_IDLE;
        burst_len_reg <= 0;
        frame_len_reg <= 0;
        input_bd_ready_reg <= 0;
        output_hdr_valid_reg <= 0;
        output_hdr_dest_reg <= 0;
        output_hdr_len_reg <= 0;
        busy_reg <= 0;
    end else begin
        state_reg <= state_next;
        burst_len_reg <= burst_len_next;
        frame_len_reg <= frame_len_next;
        input_bd_ready_reg <= input_bd_ready_next;
        output_hdr_valid_reg <= output_hdr_valid_next;
        output_hdr_dest_reg <= output_hdr_dest_next;
        output_hdr_len_reg <= output_hdr_len_next;
        busy_reg <= state_next != STATE_IDLE;
    end
end
reg [DATA_WIDTH-1:0] output_payload_tdata_reg = 0;
reg [KEEP_WIDTH-1:0] output_payload_tkeep_reg = 0;
reg                  output_payload_tvalid_reg = 0;
reg                  output_payload_tlast_reg = 0;
reg                  output_payload_tuser_reg = 0;
reg [DATA_WIDTH-1:0] temp_payload_tdata_reg = 0;
reg [KEEP_WIDTH-1:0] temp_payload_tkeep_reg = 0;
reg                  temp_payload_tvalid_reg = 0;
reg                  temp_payload_tlast_reg = 0;
reg                  temp_payload_tuser_reg = 0;
assign output_payload_tdata = output_payload_tdata_reg;
assign output_payload_tkeep = output_payload_tkeep_reg;
assign output_payload_tvalid = output_payload_tvalid_reg;
assign output_payload_tlast = output_payload_tlast_reg;
assign output_payload_tuser = output_payload_tuser_reg;
assign output_payload_tready_int_early = output_payload_tready | (~temp_payload_tvalid_reg & ~output_payload_tvalid_reg) | (~temp_payload_tvalid_reg & ~output_payload_tvalid_int);
always @(posedge clk or posedge rst) begin
    if (rst) begin
        output_payload_tdata_reg <= 0;
        output_payload_tkeep_reg <= 0;
        output_payload_tvalid_reg <= 0;
        output_payload_tlast_reg <= 0;
        output_payload_tuser_reg <= 0;
        output_payload_tready_int <= 0;
        temp_payload_tdata_reg <= 0;
        temp_payload_tkeep_reg <= 0;
        temp_payload_tvalid_reg <= 0;
        temp_payload_tlast_reg <= 0;
        temp_payload_tuser_reg <= 0;
    end else begin
        output_payload_tready_int <= output_payload_tready_int_early;
        if (output_payload_tready_int) begin
            if (output_payload_tready | ~output_payload_tvalid_reg) begin
                output_payload_tdata_reg <= output_payload_tdata_int;
                output_payload_tkeep_reg <= output_payload_tkeep_int;
                output_payload_tvalid_reg <= output_payload_tvalid_int;
                output_payload_tlast_reg <= output_payload_tlast_int;
                output_payload_tuser_reg <= output_payload_tuser_int;
            end else begin
                temp_payload_tdata_reg <= output_payload_tdata_int;
                temp_payload_tkeep_reg <= output_payload_tkeep_int;
                temp_payload_tvalid_reg <= output_payload_tvalid_int;
                temp_payload_tlast_reg <= output_payload_tlast_int;
                temp_payload_tuser_reg <= output_payload_tuser_int;
            end
        end else if (output_payload_tready) begin
            output_payload_tdata_reg <= temp_payload_tdata_reg;
            output_payload_tkeep_reg <= temp_payload_tkeep_reg;
            output_payload_tvalid_reg <= temp_payload_tvalid_reg;
            output_payload_tlast_reg <= temp_payload_tlast_reg;
            output_payload_tuser_reg <= temp_payload_tuser_reg;
            temp_payload_tdata_reg <= 0;
            temp_payload_tkeep_reg <= 0;
            temp_payload_tvalid_reg <= 0;
            temp_payload_tlast_reg <= 0;
            temp_payload_tuser_reg <= 0;
        end
    end
end
endmodule
```
`/design/flow/run.sh`:
```
#!/bin/bash
# OpenROAD 26Q1-2900-gdf79404cd8, Yosys 0.63+post, stock flow scripts
make -C /OpenROAD-flow-scripts/flow DESIGN_CONFIG=/design/flow/config.mk WORK_HOME=/design/flow/orfs finish
```
==> reports/notes.md <==
• **count of flip-flops with a built-in enable after synthesis** 20.5k
• **antenna violations before repair** 296
• **kind of end point of the critical path** output pin
• **number of distinct library cells after synthesis** 79
• **CTS sink cnt** 20.7k
• **Max-area cell share** 78.2%
• **Post-synth area hogs** edfxtp_1 (78%), mux4_2 (19%), clkbuf_1 (0.57%), dfrtp_1 (0.31%), buf_4 (0.21%)
• **Critical Path Start Type** primary input
• **Cells after Synth** 30.6k
• **P_leak** 275 nW
• **routed wire length per instance** 40.4 µm
• **relative slew slack** 6.85%
• **maximum number of pins on one net before global-route repair** 102
• **CTS max path bufs** 6
• **Chip Area, Yosys** 787,000 µm²
• **number of max-cap violations** 0
• **Post-synth top flop** edfxtp_1
• **CTS tree** done
• **die height** 1260 µm
• **launching point of the worst reg2reg path** fg_packet_gen_inst.output_hdr_dest_reg[1]
• **area of the die** 1,580,000 µm²
• **most frequently used cell type in the post-synthesis netlist** edfxtp_1
• **wire length of the first global-routing pass** 3,130,000 µm
• **number of cells on the worst hold path** 1
• **count of cells along the worst register-to-register path** 17
• **share of the yosys chip area belonging to registers** 78.7%
• **data arrival time of the critical path** 110,120 ps
• **sum of overflow across all layers after global routing** 0
• **Hold Crit Class** flop to flop
• **register clock-pin slew on the reported worst setup and hold paths** 60 ps
• **P&R area growth vs syn** 13.6%
• **number of buffers added for setup after CTS** 0
• **final antenna-violating net count** 0
• **setup violators final** 0
• **# DRC** 0
• **boundary pin count** 556
• **max FFs per register** 12.3k
• **outcome** complete, no violations
• **transition time at the pin with the least slew margin** 1380 ps
• **share of flip-flops with an asynchronous set or reset** 0.474%
• **Ys Warns** 3
• **number of register bits inferred by synthesis** 20.7k
• **required time of the critical path** 440,480 ps
• **fraction of final layout cells sized beyond drive strength 1** 34.2%
• **1st-pass router iterations** 5
• **vias in the first global route** 396k
• **RR Endpoint** output_ip_eth_dest_mac_reg[32]
• **slack of the worst reg-to-reg path** 540,620 ps
• **unrepaired setup endpoints after global routing** no
• **count of warning messages emitted by the tools** 43
• **Setup Skew** 64.6 ps
• **syn avg cell area** 25.7 µm²
• **Slew Viols, Final** 0
• **Final HPWL DP** 1,400,000 µm
• **Core Density at Floorplan** 50.2%
• **Root Driver** clkbuf_16
• **I/O Buffers** 258
• **peak ir drop on the vdd network** 0.00409 mV
• **hold-critical path endpoint** output_ip_dest_ip_reg[7]
• **H-tree level count** 8
• **share of the clock period used by the worst path** 40.0%
• **Hold Worst Slack** 479 ps
• **Detailed Route Iter0 Violations** 24.6k
• **number of buffers inserted during clock tree synthesis** 2,199
• **start point of the worst min-delay path** output_ip_dest_ip_reg[7]
• **Pwr per Cell Area** 5.18 nW/µm²
• **horizontal die dimension** 1260 µm
• **# Cells Yosys** 30.6k
• **total negative slack** 0 ps
• **GRT Resource Usage Total** 33.3%
• **area of the mapped netlist** 787,000 µm²
• **highest clock rate** 4.54 MHz
• **Placement Cell Area** 825,000 µm²
• **PnR Total Power** 4.63 mW
• **routed via count** 354k
• **type of the setup path with the least slack** primary input to output pin
• **hold-fix buffers at CTS** 0
• **global placer's final weighted congestion** 0.911
• **placeable core area** 1,570,000 µm²
• **mean number of vias per cell** 6.28
• **routed wire length** 2,280,000 µm
• **top cells by count** edfxtp_1 (20.5k), mux4_2 (6,720), clkbuf_1 (1,196)
• **clock latency on the worst-skew pair** 1330 ps
• **Final Hold Vio Count** 0
• **largest area contributor in the synthesized netlist** edfxtp_1
• **cts repair resizes** 0
• **highest fanout seen on the critical path** 1
• **final cell area excluding filler cells** 894,000 µm²
• **min Tclk post-route** 220,240 ps
• **end-of-flow core utilization** 57.0%
• **number of standard-cell rows in the floorplan** 460
area by class of cell:
type	instances	area (µm²)
clock buffers	2736	58600
fillers	109000	675000
inverters	28	110
diodes	835	2090
multi-input cells	8191	162000
well taps	20800	26000
flip-flops and latches	20700	620000
clock inverters	1046	8430
repair buffers	2034	16900
stage by stage:
step / instances / worst slack [ps]
2_1_floorplan: 30700 / 330260
3_3_place_gp: 51700 / 330360
3_5_place_dp: 51700 / 330360
4_1_cts: 55500 / 330360
5_1_grt: 56200 / 330360
6_report: 56300 / 330360
how the worst max path moves through the flow:
stage / startpoint / end / depth (start not counted)
after CTS: local_mac[0] / output_ip_eth_src_mac[0] / 0
after global routing: local_mac[0] / output_ip_eth_src_mac[0] / 0
final: local_mac[0] / output_ip_eth_src_mac[0] / 0
power by group:
part           internal [mW]  total [mW]  leakage, nW  switching, mW
Clock                  0.811        1.40         32.8          0.586
Sequential              1.74        1.75          186         0.0113
Combinational          0.586        1.49         56.3          0.899
cells by family (layout without fill, tap and decap cells):
logic type               after synthesis  in the layout  share of synthesized area (%)
flip-flops                         20700          20700                           78.7
multiplexers                        6902           6902                           19.5
buffers and inverters               1868           5844                          0.999
AND/OR/NAND/NOR                      664            664                          0.370
AND-OR/OR-AND                        418            418                          0.355
XOR/XNOR                              46             46                         0.0583
adder cells (fa/ha/maj)               24             24                         0.0383
other                                  2            972                       0.000954
layer usage:
metal / part of all wire, % / GRT usage [%] / wire [µm]
met5: 0.40 / 4.68 / 9150
met1: 26 / 36.5 / 591000
met2: 46 / 44.7 / 1050000
met4: 5.6 / 13.8 / 128000
met3: 22 / 31.2 / 501000
placed cells by master (no fill, tap or decap), drive strengths merged, types with 25 or more instances in the layout:
master,n
inv,94
clkinv,825
buf,1781
mux2,92
clkbuf,2811
edfxtp,20500
nor3,25
nor2,314
nand3,29
dfxtp,81
mux4,6720
a22o,82
a21oi,49
nand2,183
clkdlybuf4s50,178
dfrtp,98
xnor2,31
o21ai,170
diode,835
bufinv,123
clkinvlp,32
conb,137
mux2i,90
worst register-to-register path, stage by stage, from the launching register on:
cell and delay [ps]:
dfrtp_4 840, buf_4 460, buf_4 570, buf_4 640
buf_4 590, buf_4 700, buf_4 650, buf_4 580
buf_4 680, buf_4 730, mux4_2 450, mux4_2 630
mux4_2 760, mux2_2 610, nand2_1 180, o21ai_1 300
buf_4 290, a22o_1 180
No activity file was given, so power comes from the tool's default toggle rates.
